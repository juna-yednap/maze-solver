==> /design/flow/design.v <==
module t2c_maze_explorer (
    input clk,
    input rst_n,
    input left,
    mid,
    right,   
    output reg [2:0] move
);
  parameter IDLE = 3'b000;
  parameter START = 3'b001;
  parameter MOVE = 3'b010;
  parameter DECIDE = 3'b011;
  parameter STOP = 3'b000;
  parameter FORWARD = 3'b001;
  parameter LEFT = 3'b010;
  parameter RIGHT = 3'b011;
  parameter U_TURN = 3'b100;
  reg [2:0] state, next_state;
  reg [1:0] flag;
  reg mark[0:8][0:8];   
  reg [1:0] dirn;   
  reg [3:0] x_pos, y_pos, prev_x, prev_y;
  reg signed [3:0] dir_x[3:0], dir_y[3:0];
  integer i, j;
  reg [1:0] ways_blocked, ways;
  reg block;
  reg flag2;
  initial begin
    state = IDLE;
    move  = STOP;
    flag  = 0;
    for (i = 0; i < 9; i = i + 1) begin
      for (j = 0; j < 9; j = j + 1) begin
        mark[i][j] = 0;   
      end
    end
    mark[4][8] = 1;
    dirn = 2'b00;   
    x_pos = 4;
    y_pos = 8;
    prev_x = 4;
    prev_y = 8;
  end
  always @(posedge clk or negedge rst_n) begin
    if (!rst_n) begin
      state <= IDLE;
      for (i = 0; i < 9; i = i + 1) begin
        for (j = 0; j < 9; j = j + 1) begin
          mark[i][j] <= 0;   
        end
      end
      mark[4][8] <= 1;
      dirn <= 2'b00;
      x_pos <= 4;
      y_pos <= 8;
      prev_x <= 4;
      prev_y <= 8;
      flag <= 0;
      flag2 <= 0;
    end else begin
      flag  <= flag + 1;
      state <= next_state;
      if (state == START) begin
        move <= STOP;
      end else if (state == DECIDE) begin
        prev_x <= x_pos;
        prev_y <= y_pos;
        if (mark[prev_x][prev_y] && block) begin
          mark[x_pos][y_pos] <= 1;
        end
        flag <= 0;
        if (x_pos == 4 && y_pos == 0) begin
          if (!flag2) begin
            flag2 <= 1;
            if ((!left + !mid + !right == 1)) begin
              x_pos <= x_pos + dir_x[3];
              y_pos <= y_pos + dir_y[3];
              dirn  <= (dirn + 2) % 4;
              move  <= U_TURN;
            end else if (!left && dirn != 1 && !mark[x_pos+dir_x[0]][y_pos+dir_y[0]]) begin
              x_pos <= x_pos + dir_x[0];
              y_pos <= y_pos + dir_y[0];
              dirn  <= (dirn + 3) % 4;
              move  <= LEFT;
            end else if ( !mid && dirn != 0 && !mark[x_pos+dir_x[1]][y_pos+dir_y[1]]) begin
              x_pos <= x_pos + dir_x[1];
              y_pos <= y_pos + dir_y[1];
              move  <= FORWARD;
            end else if ( !right && dirn != 3 && !mark[x_pos+dir_x[2]][y_pos+dir_y[2]]) begin
              x_pos <= x_pos + dir_x[2];
              y_pos <= y_pos + dir_y[2];
              dirn  <= (dirn + 1) % 4;
              move  <= RIGHT;
            end
          end else if (!left && (x_pos + dir_x[0] == 4) && (y_pos + dir_y[0] == -1)) begin
            x_pos <= x_pos + dir_x[0];
            y_pos <= y_pos + dir_y[0];
            dirn  <= (dirn + 3) % 4;
            move  <= LEFT;
          end else if (!mid && (x_pos + dir_x[1] == 4) && (y_pos + dir_y[1] == -1)) begin
            x_pos <= x_pos + dir_x[1];
            y_pos <= y_pos + dir_y[1];
            move  <= FORWARD;
          end else if (!right && (x_pos + dir_x[2] == 4) && (y_pos + dir_y[2] == -1)) begin
            x_pos <= x_pos + dir_x[2];
            y_pos <= y_pos + dir_y[2];
            dirn  <= (dirn + 1) % 4;
            move  <= RIGHT;
          end else if (!left && !mark[x_pos+dir_x[0]][y_pos+dir_y[0]]) begin
            x_pos <= x_pos + dir_x[0];
            y_pos <= y_pos + dir_y[0];
            dirn  <= (dirn + 3) % 4;
            move  <= LEFT;
          end else if (!mid && !mark[x_pos+dir_x[1]][y_pos+dir_y[1]]) begin
            x_pos <= x_pos + dir_x[1];
            y_pos <= y_pos + dir_y[1];
            move  <= FORWARD;
          end else if (!right && !mark[x_pos+dir_x[2]][y_pos+dir_y[2]]) begin
            x_pos <= x_pos + dir_x[2];
            y_pos <= y_pos + dir_y[2];
            dirn  <= (dirn + 1) % 4;
            move  <= RIGHT;
          end
        end else if (!left && !mark[x_pos+dir_x[0]][y_pos+dir_y[0]]) begin
          x_pos <= x_pos + dir_x[0];
          y_pos <= y_pos + dir_y[0];
          dirn  <= (dirn + 3) % 4;
          move  <= LEFT;
        end else if (!mid && !mark[x_pos+dir_x[1]][y_pos+dir_y[1]]) begin
          x_pos <= x_pos + dir_x[1];
          y_pos <= y_pos + dir_y[1];
          move  <= FORWARD;
        end else if (!right && !mark[x_pos+dir_x[2]][y_pos+dir_y[2]]) begin
          x_pos <= x_pos + dir_x[2];
          y_pos <= y_pos + dir_y[2];
          dirn  <= (dirn + 1) % 4;
          move  <= RIGHT;
        end else begin
          x_pos <= x_pos + dir_x[3];
          y_pos <= y_pos + dir_y[3];
          mark[x_pos][y_pos] <= 1;
          dirn <= (dirn + 2) % 4;
          move <= U_TURN;
        end
      end
    end
  end
  always @(*) begin
    ways_blocked=(!left && mark[x_pos+dir_x[0]][y_pos+dir_y[0]]) +
    (!mid && mark[x_pos+dir_x[1]][y_pos+dir_y[1]]) + (!right && mark[x_pos+dir_x[2]][y_pos+dir_y[2]]);
    ways = !left + !mid + !right;
    block = (ways_blocked + 1 == ways);
    case (dirn)
      2'b00: begin
        dir_x[0] = -1;
        dir_y[0] = 0;
        dir_x[1] = 0;
        dir_y[1] = -1;
        dir_x[2] = 1;
        dir_y[2] = 0;
        dir_x[3] = 0;
        dir_y[3] = 1;
      end
      2'b01: begin
        dir_x[0] = 0;
        dir_y[0] = -1;
        dir_x[1] = 1;
        dir_y[1] = 0;
        dir_x[2] = 0;
        dir_y[2] = 1;
        dir_x[3] = -1;
        dir_y[3] = 0;
      end
      2'b10: begin
        dir_x[0] = 1;
        dir_y[0] = 0;
        dir_x[1] = 0;
        dir_y[1] = 1;
        dir_x[2] = -1;
        dir_y[2] = 0;
        dir_x[3] = 0;
        dir_y[3] = -1;
      end
      2'b11: begin
        dir_x[0] = 0;
        dir_y[0] = 1;
        dir_x[1] = -1;
        dir_y[1] = 0;
        dir_x[2] = 0;
        dir_y[2] = -1;
        dir_x[3] = 1;
        dir_y[3] = 0;
      end
    endcase
    case (state)
      IDLE: begin
        if (rst_n) begin
          next_state = START;
        end
      end
      START: begin
        if (flag == 2'b01) begin
          next_state = DECIDE;
        end else begin
          next_state = START;
        end
      end
      MOVE: begin
        next_state = DECIDE;
      end
      DECIDE: begin
        next_state = MOVE;
      end
    endcase
  end
endmodule
==> /design/flow/run.sh <==
#!/bin/bash
# OpenROAD 26Q1-2900-gdf79404cd8, Yosys 0.63+post, stock flow scripts
make -C /OpenROAD-flow-scripts/flow DESIGN_CONFIG=/design/flow/config.mk WORK_HOME=/design/flow/orfs finish
==> /design/flow/config.mk <==
export PLATFORM = sky130hd
export DESIGN_NAME = t2c_maze_explorer
export DESIGN_NICKNAME = t2c_maze_explorer
export VERILOG_FILES = /design/flow/design.v
export SDC_FILE = /design/flow/constraint.sdc
export NUM_CORES = 4
export LEC_CHECK = 1
export CORE_UTILIZATION = 40
==> /design/flow/constraint.sdc <==
current_design t2c_maze_explorer

set clk_period 19.8
set clk_io_pct 0.2

create_clock -name clk0 -period $clk_period [get_ports {clk}]

set non_clock_inputs [all_inputs -no_clocks]
set_input_delay [expr $clk_period * $clk_io_pct] -clock clk0 $non_clock_inputs
set_output_delay [expr $clk_period * $clk_io_pct] -clock clk0 [all_outputs]
==> out/metrics.csv <==
stage;metric;value;unit
worst_setup_path;timing.critical_path.required;20.10;ns
worst_setup_path;worst-path-max-fanout;17;
yosys;synth_top_cell_by_area;sky130_fd_sc_hd__dfrtp_1;
worst_hold_path;timing.hold.worst_path_depth;1;
clocking;cts_tree;built;
drt;detail_route.vias_per_cell;6.671;
drt;detail_route.wirelength;53170;microns
yosys;mappedNetlistArea;12410;sq um
worst_setup_path;worst_ep_arrival;8.40;ns
global_routing;grt_antenna_before_repair;2;
worst_hold_path;hold_path_class;flop to flop;
timing;grt_setup_unrepaired;false;
worst_setup_path;worstSetupEndpointType;flop;
floorplan;placeable_area;30590;sq um
yosys;syn_avg_cell_area;7.869;sq um
timing;unclocked_pins;2;
flow_run;timing.max_cap.violations;0;
layout;lay_top_count;sky130_fd_sc_hd__nand2_1;
floorplan;floorplan.die.height;178.1;microns
clocking;cts-resized-gates;0;
yosys;synth.lib_cells_used.distinct;94;
yosys;synth.top_cell.area_share;19.96;%
yosys;syn_inst;1577;
place;io_buffer_count;7;
timing;maximum_clock_rate;123.4;MHz
yosys;postSynth.asyncResetShare;95.41;%
worst_setup_path;timing.critical_path.from_type;flop;
yosys;ys_top_cells_by_area;sky130_fd_sc_hd__dfrtp_1, sky130_fd_sc_hd__ha_1, sky130_fd_sc_hd__nand2_1;
place;estimated_wirelength_of_the_detail_placed_design;38890;microns
global_routing;grtUsageTotal;34.72;%
worst_setup_path;timing.reg2reg.worst_path_depth;26;
drt;antenna_violating_nets_post_route;0;
worst_setup_path;reg2reg_slack;11.70;ns
drt;wl_per_cell;27.62;microns
clocking;clkLatencyLatePin;0.36;ns
global_routing;grt_first_pass_wirelength;77880;microns
clocking;cts.hold.buffers_added;0;
clocking;cts_inserted_buffers;9;
yosys;synth_flops;109;
yosys;yosys-mux-area-fraction;5.757;%
floorplan;core_util_floorplan;40.57;%
timing;min_period_over_period;40.92;%
global_routing;grt_pass1_vias;11760;
timing;fin_skew;0.01252;ns
timing;tns;0;ns
clocking;clock_tree.htree_level_count;3;
timing;setup_viol;0;
place;gp_routability_congestion;1.041;
yosys;synthAdderAreaFrac;9.921;%
floorplan;rows;64;
yosys;yosysWarnings;4;
timing;min_period;8.102;ns
yosys;synth.cellmix.simpleShare;20.89;%
run_status;run_status;completed;
layout;areaGrowthSynthToFinish;6.009;%
clocking;postCtsSetupRepairBufs;0;
drt;vias;12840;
yosys;post_synth_ao_oa_area_fraction;30.36;%
floorplan;io-pin-count;8;
clocking;number_of_buffers_on_the_longest_clock_path;2;
layout;final_layout_top_logic_cells;sky130_fd_sc_hd__nand2_1, sky130_fd_sc_hd__nor2_1, sky130_fd_sc_hd__dfrtp_1;
worst_setup_path;worst_reg2reg_endpoint;mark[53];
floorplan;floorplan.die_area;31730;sq um
drt;firstDrtPassIters;8;
worst_hold_path;endpoint_with_the_worst_hold_slack;flag[0];
yosys;yosysChipArea;12410;sq um
yosys;synth.logic.top_family;AND-OR/OR-AND gates;
floorplan;die_w;178.1;microns
timing;worst_pin_slew;0.9103;ns
worst_setup_path;worst_r2r_startpoint;dirn[0];
timing;final_max_slew_viol_count;0;
worst_setup_path;timing.critical_path.from;dirn[0];
global_routing;globalRouteOverflowTotal;0;
timing;worst_slew_slack_as_a_fraction_of_its_limit;39.09;%
worst_hold_path;worst_hold_startpoint;flag[0];
worst_setup_path;criticalPathCategory;flop to flop;
yosys;synth_stat.cells;1577;
clocking;root_cell_of_the_clock_tree;sky130_fd_sc_hd__clkbuf_16;
timing;final_hold_viol_count;0;
drt;detail_route.iter0.violations;1514;
global_routing;grt_start_max_net_pins;60;
yosys;edf_count;3;
flow_run;number_of_warnings_the_tools_reported;34;
drt;antenna_cells;0;
yosys;synth_top_flop_cell;sky130_fd_sc_hd__dfrtp_1;
clocking;clkTransAtPathRegs;0.08;ns
yosys;ys_sh_xor;5.082;%
layout;layout-drive-gt1-share;6.998;%
drt;detail_route.drc_violations;0;
timing;untimed_endpoints;4;
[registers in the layout, summed over array words and instances, names as in the netlist]
register	count
y_pos	4
next_state	2
prev_x	4
flag	2
mark	81
flag2	1
prev_y	4
move	3
x_pos	4
dirn	2
state	2
[cell usage after synthesis, drive strengths merged (32+ instances only)]
cell and count:
nand2 172, nor2 112, dfrtp 99, o21ai 83, ha 80, a21oi 77, inv 69, clkbuf 66
nand3 63, a21o 59, mux2i 50, buf 47, nor3 44, xnor2 40, o21bai 37, a31oi 32
[metrics by stage]
step           instance area, sq um  setup slack [ns]  util (%)  hold WS, ns  cells
6_report                      13160             11.70     43.01       0.4386   1925
5_1_grt                       13160             11.27     43.01       0.4607   1925
4_1_cts                       13160             11.78     43.01       0.4397   1925
3_5_place_dp                  12850             11.82     42.01       0.4303   1909
3_3_place_gp                  12850             11.86     42.01       0.4212   1909
2_1_floorplan                 12410             13.15         -       0.4099   1577
[layout make-up]
cell class,count,area (sq um)
fillers,3088,17430
multi-input cells,1282,8969
flip-flops and latches,109,2729
well taps,396,495.5
repair buffers,49,382.9
inverters,73,274.0
clock buffers,9,225.2
clock inverters,7,80.08
[worst max-delay path by stage]
| stage | slack, ns | endpoint | depth (start not counted) |
|---|---|---|---|
| 4_1_cts | 11.78 | mark[53] | 26 |
| 5_1_grt | 11.27 | mark[36] | 28 |
| 6_report | 11.70 | mark[53] | 26 |
[routing by layer]
metal	wire (microns)	part of all wire [%]	global-route usage [%]	vias up
li1	-	-	-	5806
met1	22500	42	49.90	6093
met2	22410	42	49.66	759
met3	5147	9.7	8.540	180
met4	3074	5.8	15.99	4
met5	31	0.058	0	-
[worst max-delay path, cell delays in order, from the launching register on]
cell	delay [ns]
sky130_fd_sc_hd__dfrtp_1	0.45
sky130_fd_sc_hd__inv_1	0.25
sky130_fd_sc_hd__ha_1	0.61
sky130_fd_sc_hd__and3b_1	0.25
sky130_fd_sc_hd__or3_1	0.30
sky130_fd_sc_hd__o311a_1	0.43
sky130_fd_sc_hd__ha_1	0.34
sky130_fd_sc_hd__ha_1	0.29
sky130_fd_sc_hd__ha_1	0.42
sky130_fd_sc_hd__o21ai_0	0.26
sky130_fd_sc_hd__nor2_1	0.13
sky130_fd_sc_hd__nor2_1	0.73
sky130_fd_sc_hd__a2111oi_0	0.15
sky130_fd_sc_hd__o21ai_0	0.19
sky130_fd_sc_hd__o211ai_1	0.11
sky130_fd_sc_hd__o41a_1	0.44
sky130_fd_sc_hd__o21ai_0	0.36
sky130_fd_sc_hd__ha_1	0.30
sky130_fd_sc_hd__inv_1	0.06
sky130_fd_sc_hd__ha_1	0.13
sky130_fd_sc_hd__ha_1	0.23
sky130_fd_sc_hd__xor2_1	0.14
sky130_fd_sc_hd__nor3_1	0.32
sky130_fd_sc_hd__a32oi_4	0.17
sky130_fd_sc_hd__nor2_2	0.39
sky130_fd_sc_hd__and3_1	0.41
sky130_fd_sc_hd__a21o_1	0.17
[cell families after synthesis]
family | after synthesis
AOI/OAI and AO/OA | 526
DFF | 107
muxes | 67
adders and majority gates | 92
buffers and inverters | 186
xor gates and xnor gates | 64
latches | 2
and+or+nand+nor | 533
